==> design.v <==
`timescale 1ns / 1ps
module sync_fifo #(parameter DATA_WIDTH = 8,DEPTH = 16)(
input clk ,rd_en ,wr_en,rst,
input [DATA_WIDTH -1 : 0]data_in,
output reg[DATA_WIDTH - 1 : 0]data_out,
output reg full,empty 
);
reg [DATA_WIDTH - 1 : 0] fifo_mem[0 :DEPTH - 1];
reg [$clog2(DATA_WIDTH):0]rd_ptr;
reg [$clog2(DATA_WIDTH):0]wr_ptr;
reg [$clog2(DATA_WIDTH):0]count;
always@(posedge clk)begin 
if(rst) begin 
    wr_ptr <= 0;
    rd_ptr<=0;
    data_out<=0;
    count<=0;
    full<=0;
    empty <=1;
    end 
    else 
        begin
         if(wr_en && !full)begin 
            fifo_mem[wr_ptr]<= data_in;
            wr_ptr <= wr_ptr+1;
            count <= count+1;  
         end    
        if(rd_en && !empty) begin 
            data_out <= fifo_mem[rd_ptr];
            rd_ptr <= rd_ptr+1;
            count <= count-1;
         end      
       full <= (count == DEPTH);
       empty <=(count == 0);
     end 
end 
endmodule
==> run.sh <==
#!/bin/bash
# OpenROAD 26Q1-2900-gdf79404cd8, Yosys 0.63+post, stock flow scripts
make -C /OpenROAD-flow-scripts/flow DESIGN_CONFIG=/design/flow/config.mk WORK_HOME=/design/flow/orfs finish
==> config.mk <==
export PLATFORM = sky130hd
export DESIGN_NAME = sync_fifo
export DESIGN_NICKNAME = sync_fifo
export VERILOG_FILES = /design/flow/design.v
export SDC_FILE = /design/flow/constraint.sdc
export NUM_CORES = 4
export LEC_CHECK = 1
export CORE_UTILIZATION = 50
==> constraint.sdc <==
current_design sync_fifo

set clk_period 6.0
set clk_io_pct 0.2

create_clock -name clk0 -period $clk_period [get_ports {clk}]

set non_clock_inputs [all_inputs -no_clocks]
set_input_delay [expr $clk_period * $clk_io_pct] -clock clk0 $non_clock_inputs
set_output_delay [expr $clk_period * $clk_io_pct] -clock clk0 [all_outputs]
==> results.yml <==
# flow metrics
outcome:
  outcome: "finished clean"
die:
  initial_utilization: 0.5127
  chipWidth_um: 110.2
  chip_area_sq_um: 12150
  coreArea_sq_um: 11420
  floorplan.io_pins: 22
  die_height_um: 110.2
  rows: 39
logic_synthesis:
  yosys-stat-area_sq_um: 5854
  distinct_cells_synth: 35
  post_synth.cell_area_avg_sq_um: 17.63
  ys_warn_count: 1
  postSynth.asyncResetShare: 0
  enable_flop_cells: 128
  synthDominantCellAreaShare: 0.6566
  dominantRegCellSynth: "sky130_fd_sc_hd__edfxtp_1"
  netlist_top_cells_area: "sky130_fd_sc_hd__edfxtp_1, sky130_fd_sc_hd__dfxtp_1, sky130_fd_sc_hd__mux4_2"
  yosys-stat-cells: 332
  synthCells: 332
  yosys.area.top_type: "sky130_fd_sc_hd__edfxtp_1"
  top_cell: "sky130_fd_sc_hd__edfxtp_1"
  synth_flops: 149
  post_synth_instance_area_sq_um: 5854
  top_cells_by_count: "sky130_fd_sc_hd__edfxtp_1, sky130_fd_sc_hd__mux2i_1, sky130_fd_sc_hd__dfxtp_1, sky130_fd_sc_hd__mux4_2, sky130_fd_sc_hd__and2_1"
  synth_seq_share: 0.7284
worst_setup_path:
  critPathSlowestCell: "sky130_fd_sc_hd__clkdlybuf4s50_1"
  start_kind: "input pin"
  worst_path_largest_cell_delay_ns: 0.69
  critical_path_required_ns: 6.07
  crit_type: "input pin to flip-flop"
  cp_data_arrival_time_ns: 3.14
  path_cells: "clkdlybuf4s50_1 > nor2b_1 > nor3b_1 > and2_1"
  worstSetupEndpointType: "flip-flop"
  timing.critical_path.fanout_max: 16
timing:
  final_hold_viol_count: 0
  slew-limit-headroom: 0.4708
  timing.setup.tns_ns: 0
  setup_viol_count_final: 0
  rsz0062_at_grt: "false"
  tightest_slew_ns: 0.7913
  timing.fmax_ghz: 0.3251
  clock_skew_ns: 0.008248
  slew_viol_final: 0
  time_the_final_worst_path_needs_with_i_o_delays_and_setup_ns: 3.076
  layout_worst_path_cycle_share: 0.5126
power_and_ir_drop:
  static-leakage-power_nw: 2.148
  power-per-cell-area_nw_per_um2: 349.9
  worst_ir_drop_vdd_v: 0.0001837
global_route:
  met2_track_usage_gr: 0.3321
  globalRouteMet1Util: 0.3734
  busiest_layer: "met1"
  maximum_number_of_pins_on_one_net_before_global_route_repair: 49
  first_global_vias: 3043
  antenna_violations_before_repair: 0
  grt_util_all_layers: 0.2315
  grt_first_pass_wirelength_mm: 17.63
  grt.met3_usage: 0.1186
  globalRoute.totalOverflow: 0
route:
  routed_wirelength_mm: 11.60
  antenna_cells_inserted: 0
  number_of_vias_in_the_routed_layout: 2945
  detailedRoute.firstPassIterationCount: 4
  wl_per_cell_um: 22.71
  detail-route-antenna-nets: 0
  dr.first_iter.drc_count: 178
  drcViolationCount: 0
  avgViaCountPerCell: 5.763
cts:
  cts.clk_slew.worst_paths_ns: 0.06
  clock_tree.root_cell: "sky130_fd_sc_hd__clkbuf_16"
  cts_sinks: 149
  cts_hold_repair.buffers: 0
  cts_setup_buffers: 0
  count_of_instances_resized_after_the_clock_tree_is_built: 0
  cts.path.max_buffers: 2
  clock.latency.late_pin_ns: 0.41
  cts-htree-levels: 4
  tritoncts.num_buffers: 17
  tritoncts_clock_tree: "done"
place:
  port_buffers: 20
  place_congestion: 0.8554
  placed_cells: 479
  post-dp-hpwl_mm: 7.272
job:
  openroad.warnings: 28
  maxCapViolCount: 0
hold_path:
  worstHoldPathType: "flip-flop to flip-flop"
layout:
  fin_util: 0.5935
  final-instance-count-excl-fill: 511
  layout.filler_cells: 829
  drive_gt1_frac: 0.1332
  area.growth.synth_to_final_pct: 15.75
## per-stage QoR
step | total power, mW | hold slack (ns) | worst slack [ns] | area [sq um]
floorplan | 1.247 | 0.4130 | 3.398 | 5854
global placement | 1.309 | 0.4569 | 2.543 | 6160
detailed placement | 1.310 | 0.4614 | 2.489 | 6160
CTS | 2.394 | 0.4757 | 2.922 | 6777
global route | 2.457 | 0.5023 | 2.762 | 6777
finish | 2.371 | 0.4746 | 2.924 | 6777
## layout make-up
| type | instances | area (sq um) | share of cell area |
|---|---|---|---|
| sequential | 149 | 4265 | 0.6294 |
| multi-input combinational | 162 | 1489 | 0.2197 |
| clock buffer | 24 | 494.2 | 0.07293 |
| timing repair buffer | 22 | 215.2 | 0.03176 |
| tap | 143 | 178.9 | 0.02640 |
| clock inverter | 8 | 122.6 | 0.01809 |
| inverter | 3 | 11.26 | 0.001662 |
## metal layers
metal  wire length [um]  part of all wire  vias to the layer above
met5                  0                 0                        -
met4                153             0.013                        0
met3               1266              0.11                       11
met2               5329              0.46                      141
met1               4853              0.42                     1437
li1                   -                 -                     1356
## cell usage in the layout, fill, tap and decap left out, types with 2 or more instances in the layout
cell type / synthesis / routed
sky130_fd_sc_hd__a21oi_1: 3 / 3
sky130_fd_sc_hd__a22oi_1: 15 / 15
sky130_fd_sc_hd__a32oi_1: 7 / 7
sky130_fd_sc_hd__and2_1: 17 / 17
sky130_fd_sc_hd__and3_1: 3 / 3
sky130_fd_sc_hd__buf_4: 4 / 2
sky130_fd_sc_hd__bufinv_16: 0 / 3
sky130_fd_sc_hd__clkbuf_1: 7 / 5
sky130_fd_sc_hd__clkbuf_16: 0 / 19
sky130_fd_sc_hd__clkdlybuf4s50_1: 0 / 20
sky130_fd_sc_hd__clkinv_2: 0 / 2
sky130_fd_sc_hd__dfxtp_1: 21 / 20
sky130_fd_sc_hd__edfxtp_1: 128 / 128
sky130_fd_sc_hd__ha_1: 6 / 6
sky130_fd_sc_hd__inv_1: 3 / 3
sky130_fd_sc_hd__mux2i_1: 37 / 37
sky130_fd_sc_hd__mux4_2: 18 / 18
sky130_fd_sc_hd__nand2_1: 6 / 6
sky130_fd_sc_hd__nand3_1: 3 / 3
sky130_fd_sc_hd__nor2_1: 13 / 13
sky130_fd_sc_hd__nor2b_1: 4 / 4
sky130_fd_sc_hd__o21ai_0: 5 / 5
sky130_fd_sc_hd__o21ai_1: 4 / 4
sky130_fd_sc_hd__xnor2_1: 3 / 3
sky130_fd_sc_hd__xor2_1: 6 / 6
## worst max-delay path, delay by kind of cell
family,cells,cell delay (ns)
and+or+nand+nor,3,1.24
buffers and inverters,1,0.69
## flip-flops by register name (all words and copies together) (netlist names)
signal    count
fifo_mem    128
data_out      8
count         4
rd_ptr        4
wr_ptr        4
empty         1
## cells by family after synthesis
group | count (synthesis) | synth area share
buf+inv | 21 | 0.01731
other cells | 1 | 0.0006405
flops | 149 | 0.7284
fa+ha+maj | 6 | 0.01282
mux | 56 | 0.1344
compound gates | 37 | 0.04381
simple gates | 53 | 0.04916
xor+xnor | 9 | 0.01347
## final timing paths
kind / from / to / slack, ns / depth (start not counted)
worst max-delay path: rst / fifo_mem[3][3] / 2.92 / 4
worst min-delay path: data_out[1] / data_out[1] / 0.47 / 2
worst max register to register: rd_ptr[2] / data_out[4] / 3.92 / 5
worst min register to register: data_out[1] / data_out[1] / 0.47 / 2
## where the power goes
group / switching, mW / leakage (nW) / internal, mW
Clock: 0.380 / 0.299 / 0.704
Sequential: 0.0212 / 1.32 / 1.15
Combinational: 0.0666 / 0.524 / 0.0541
Total: 0.468 / 2.15 / 1.90
Power is estimated from default activity; no workload was simulated.
