[design.v]
`timescale 1ns / 1ps
module lifo #(parameter DEPTH = 16, DATA_WIDTH = 16)(
    input clk , rst, push, pop,
    input [DATA_WIDTH -1 :0]data_in,
    output reg [DATA_WIDTH -1 :0]data_out,
    output reg full, empty
    );
    reg [DATA_WIDTH - 1 : 0]lifo_mem[0:DEPTH-1];
    reg [$clog2(DATA_WIDTH - 1):0]sp;
    always@(posedge clk)begin 
    if (rst)begin 
        sp<=0;
        full <= 0;
        empty <= 1;
    end 
     else begin 
        if (push && !full)begin 
            lifo_mem[sp] <= data_in;
            sp<=sp+1;
            empty <=0;
            if(sp == DEPTH-1)
                full <= 1;
         end 
         else
            if(pop && !empty)begin
            sp <= sp-1; 
            data_out <= lifo_mem[sp-1];
            full <= 0;
            if (sp == 1)
                empty <= 1;
            end 
      end 
    end 
endmodule
[run.sh]
#!/bin/bash
# OpenROAD 26Q1-2900-gdf79404cd8, Yosys 0.63+post, stock flow scripts
make -C /OpenROAD-flow-scripts/flow DESIGN_CONFIG=/design/flow/config.mk WORK_HOME=/design/flow/orfs finish
[config.mk]
export PLATFORM = sky130hd
export DESIGN_NAME = lifo
export DESIGN_NICKNAME = lifo
export VERILOG_FILES = /design/flow/design.v
export SDC_FILE = /design/flow/constraint.sdc
export NUM_CORES = 4
export LEC_CHECK = 1
export CORE_UTILIZATION = 50
[constraint.sdc]
current_design lifo

set clk_period 9.0
set clk_io_pct 0.2

create_clock -name clk0 -period $clk_period [get_ports {clk}]

set non_clock_inputs [all_inputs -no_clocks]
set_input_delay [expr $clk_period * $clk_io_pct] -clock clk0 $non_clock_inputs
set_output_delay [expr $clk_period * $clk_io_pct] -clock clk0 [all_outputs]
==> impl_metrics.yaml <==
# generated from flow reports
routing:
  drcViolationCount: 0
  vias: 4922
  route.antenna.diode_count: 0
  vias_per_cell: 5.80
  wl_per_cell_um: 25.8
  drtIter0Drc: 261
  ant_nets: 0
  wl_um: 21900
  first_pass_iters: 4
yosys:
  synth_cell_types: 27
  synthArstFlopShare: 0
  synthAoiAreaFrac: 0.0247
  topCombFamilyByArea: "multiplexers"
  mux_share: 0.149
  ff_type: "edfxtp_1"
  top_area_frac: 0.760
  synth.most_common_cell: "edfxtp_1"
  ys_top_cells_by_area: "edfxtp_1, mux4_2, mux2i_1, dfxtp_1, a211oi_1"
  ys_sh_simple: 0.0285
  ys_cells: 501
  syn_area_mm2: 0.0107
  synth_top_cell_by_area: "edfxtp_1"
  ys_seq_frac: 0.773
  synthCells: 501
  ys_top_cells_by_count: "edfxtp_1, mux4_2, a21oi_1, nor2_1, nor2b_1"
  synth_adder_area_share: 0.00699
  ys_sh_xor: 0.00396
  avgSynthCellArea_um2: 21.5
  synth_warnings: 1
  numSynthFlops: 279
  edf_count: 272
  yosysChipArea_mm2: 0.0107
setup_path:
  cp_num_buf_inv: 1
  cp_top_family: "simple AND/OR/NAND/NOR gates"
  crit_chain: "clkdlybuf4s50_1 > nor2_1 > nand2_1 > nor2_2"
  cp_slowest_cell: "nor2_2"
  startpoint_type: "input port"
  critPathCaptureType: "flip-flop"
  slowest_delay_ns: 0.77
  cp.required_ns: 9.14
  path_max_fanout: 16
  cp.arrival_ns: 3.83
  path_class: "input port to flip-flop"
cts:
  cts_buffer_depth: 3
  insertion_delay_ns: 0.53
  cts_tree: "yes"
  cts_root_buffer: "clkbuf_16"
  cts_hold_buf: 0
  numClockSinks: 279
  cts_resized: 0
  htree_levels: 1
  path_clk_slew_ns: 0.06
  cts_made_buffers: 28
  cts_setup_buffers: 0
timing:
  slew-limit-headroom: 0.366
  slew_viol_final: 0
  final.setup.tns_ns: 0
  min_period_ns: 3.68
  max_freq_mhz: 271
  finalHoldViolCount: 0
  fin_crit_sh: 0.409
  finalSetupViolations: 0
  skew_ns: 0.0164
  tightest_slew_ns: 0.950
  rsz0062_at_grt: "false"
  setup_ws_ns: 5.32
placement:
  place_area_mm2: 0.0115
  io_buffer_count: 37
  dp_slack_ns: 4.79
  gp_congestion: 0.888
  place_inst: 796
  dpl.hpwl_um: 12900
global_routing:
  antenna_found_initial: 1
  grt_pass1_wl_um: 32700
  grt_pass1_vias: 5297
  grt_usage: 0.239
  grt_overflow: 0
  grt_max_degree: 49
floorplanning:
  die_h_um: 149
  core-area_mm2: 0.0210
  num_rows: 53
  die.size.x_um: 149
  io_pins: 38
  die-area_mm2: 0.0221
  fp_util: 0.511
flow_run:
  warning_count: 29
  maxCapViolCount: 0
run_status:
  run_status: "finished, final reports clean"
cells_and_area:
  fin_cells: 848
  fillCellCount: 1442
  design_area_mm2: 0.0124
  logic_area_mm2: 0.00237
  areaGrowthSynthToFinish_pct: 15.4
  regArea_mm2: 0.00831
  drive_gt1_frac: 0.239
power_and_ir_drop:
  p_int_mw: 2.27
  power_frac_seq: 0.498
  p_sw_frac: 0.231
  combPwrFrac: 0.118
  switchingPower_mw: 0.681
  irDropWorstVdd_v: 0.000185
  leakagePower_nw: 3.84
  clkPwrFrac: 0.384
  powerDensity_mw_per_mm2: 238
hold_path:
  hp-class: "flip-flop to flip-flop"
## tightest hold or removal path: stages (launching register included)
cell     delay, ns
dfxtp_1       0.37
a22oi_1       0.08
nor2_1        0.08
## metal layers
| metal | GRT usage | wire (um) | vias up | part of all wire |
|---|---|---|---|---|
| met1 | 0.341 | 7300 | 2467 | 0.33 |
| li1 | - | - | 2181 | - |
| met4 | 0.0536 | 594 | 0 | 0.027 |
| met2 | 0.360 | 11000 | 234 | 0.51 |
| met5 | 0 | 0 | - | 0 |
| met3 | 0.130 | 2930 | 40 | 0.13 |
## area by class of cell
cell class / count / share of cell area
Clock inverter: 21 / 0.0148
Timing Repair Buffer: 47 / 0.0359
Inverter: 3 / 0.000908
Multi-Input combinational cell: 192 / 0.191
Clock buffer: 31 / 0.0591
Sequential cell: 279 / 0.670
Tap cell: 275 / 0.0278
## stage by stage
step	hold WS (ns)	total power [mW]	utilization
after floorplan	0.480	1.72	-
after global placement	0.529	1.85	0.546
after detailed placement	0.553	1.85	0.546
after CTS	0.567	2.98	0.590
after global routing	0.597	3.05	0.590
final	0.561	2.95	0.590
## path summary, 6_finish.rpt
kind / end / start / slack [ns] / cells past startpoint
setup / recovery: lifo_mem[10][3] / rst / 5.32 / 4
hold / removal: full / full / 0.56 / 2
setup reg to reg: data_out[0] / sp[0] / 5.38 / 7
hold reg to reg: full / full / 0.56 / 2
## power groups by stage
stage | clock, mW | sequential [mW] | combinational [mW]
final | 1.13 | 1.47 | 0.348
after CTS | 1.15 | 1.47 | 0.355
after global routing | 1.20 | 1.47 | 0.377
## state kept, by name (all words and copies together) (netlist names)
register  cells
full          1
lifo_mem    256
empty         1
data_out     16
sp            5
## cells in the final DEF (no fill, tap or decap), types with 3 or more instances in the layout
cell type        instances
nor2_2                  12
nor3_2                   5
clkdlybuf4s50_1         37
mux2i_1                 16
clkinvlp_4               4
a211oi_1                17
nand2b_1                 4
bufinv_16                3
a21oi_1                 18
nor2_1                   6
edfxtp_1               272
inv_1                    3
clkinv_2                 5
nand3_1                  5
nand2_1                  6
dfxtp_1                  6
buf_4                   10
ha_1                     5
clkbuf_16               29
nor2b_1                 18
mux4_2                  64
clkinv_1                 8
## logic make-up (layout without fill, tap and decap cells)
| group | Yosys count | count (layout) |
|---|---|---|
| flip-flops | 279 | 279 |
| AND-OR/OR-AND | 41 | 41 |
| buffers and inverters | 30 | 102 |
| AND/OR/NAND/NOR | 61 | 61 |
| adder cells (fa/ha/maj) | 6 | 6 |
| XOR/XNOR | 4 | 4 |
| multiplexers | 80 | 80 |
Power figures rest on the tool's default switching activity, not on a simulated workload.
