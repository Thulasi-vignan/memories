File: design/flow/config.mk
export PLATFORM = sky130hd
export DESIGN_NAME = single_port_ram
export DESIGN_NICKNAME = single_port_ram
export VERILOG_FILES = /design/flow/design.v
export SDC_FILE = /design/flow/constraint.sdc
export NUM_CORES = 4
export LEC_CHECK = 1
export CORE_UTILIZATION = 50
File: design/flow/constraint.sdc
current_design single_port_ram

set clk_period 3.6
set clk_io_pct 0.2

create_clock -name clk0 -period $clk_period [get_ports {clk}]

set non_clock_inputs [all_inputs -no_clocks]
set_input_delay [expr $clk_period * $clk_io_pct] -clock clk0 $non_clock_inputs
set_output_delay [expr $clk_period * $clk_io_pct] -clock clk0 [all_outputs]
File: design/flow/design.v
`timescale 1ns / 1ps
module single_port_ram #(parameter DATA_WIDTH =8 , ADDR_WIDTH =4)(
input clk , en ,
input [DATA_WIDTH -1 : 0]data_in,
input [ADDR_WIDTH - 1 : 0]addr,
output reg [DATA_WIDTH-1 : 0]data
); 
reg [DATA_WIDTH - 1 : 0] mem [2**ADDR_WIDTH -1 :0];
always@(posedge clk)begin 
if(en)
    mem[addr]<=data_in;
else
    data <= mem[addr];
    end     
endmodule
File: design/flow/run.sh
#!/bin/bash
# OpenROAD 26Q1-2900-gdf79404cd8, Yosys 0.63+post, stock flow scripts
make -C /OpenROAD-flow-scripts/flow DESIGN_CONFIG=/design/flow/config.mk WORK_HOME=/design/flow/orfs finish
==> flow_metrics.tcl <==
# flow metrics
set metrics [dict create \
    setup_viol 0 \
    logic_family "multiplexers" \
    power_density_mw_per_mm2 566.7 \
    grt_pass1_wl_um 15150 \
    dp_cells 389 \
    ios 22 \
    final_cell_area_mm2 0.006077 \
    post_cts_buffers 0 \
    cts_tree "done" \
    pwr-share-clk_pct 42.9 \
    drv_cap 0 \
    synthCells 231 \
    yosysCellCount 231 \
    tns_ns 0 \
    combPwrFrac_pct 5.0 \
    drv_slew 0 \
    hold_depth 3 \
    worstPathMaxFanout 9 \
    clk_latency_ns 0.51 \
    vias 2375 \
    portBuffers 21 \
    area_delta_synth_final_pct 18.03 \
    r2r_cells 3 \
    swShare_pct 19.83 \
    placed_area_mm2 0.005568 \
    worst_pin_slew_ns 0.8067 \
    max-clock-path-buffers 2 \
    worst_setup_path_end_kind "register" \
    hp-start "mem[11][4]" \
    grt_max_degree 28 \
    slew_headroom_pct 46.02 \
    htree_levels 4 \
    required_ns 3.73 \
    drcViolationCount 0 \
    dr.first_iter.drc_count 116 \
    p_seq_share_pct 52.1 \
    ir_drop_uv 321.2 \
    ys_sh_mux_pct 14.00 \
    die_h_um 103.5 \
    hold_viol 0 \
    routed_wl_um 9785 \
    path_clk_slew_ns 0.06 \
    first_global_vias 2594 \
    final_cells 420 \
    fp_util_pct 52.19 \
    internal_power_mw 2.761 \
    cts-hold-fix-buffers 0 \
    grt_overflow 0 \
    cts_resized 0 \
    xor_share_pct 0 \
    max_freq_mhz 410.4 \
    min_path_type "reg2reg" \
    ant_nets 0 \
    rsz0062_at_grt "no" \
    cts_buffers 17 \
    drive_gt1_share_pct 26.48 \
    fin_skew_ns 0.005653 \
    synth.distinct_cells 18 \
    warning_count 25 \
    viasPerCell 5.655 \
    layout_worst_path_cycle_share_pct 67.68 \
    layout_min_cycle_time_ns 2.437 \
    switchingPower_mw 0.6829 \
    syn-mean-instance-area_um2 22.29 \
    cts-root-buf "clkbuf_8" \
    yosys_warnings 1 \
    cp-start-kind "primary input" \
    dp_hpwl_um 6017 \
    synthSimpleGateAreaFrac_pct 3.111 \
    die_area_mm2 0.01071 \
    postSynthSeqShare_pct 79.32 \
    antennaDiodeCount 0 \
    grtUsageTotal_pct 22.77 \
    r2r_start "mem[11][3]" \
    outcome "finished clean" \
    num_rows 36 \
    routedWlPerCell_um 23.30 \
    hold_ws_ns 0.7702 \
    startpoint "en" \
    cp.arrival_ns 2.57 \
    leakage_nw 1.961 \
    antenna_found_initial 0 \
    fa_ha_area_share_pct 0 \
    core_area_mm2 0.009864 \
    gp_congestion 0.8074 \
    synth_area_mm2 0.005149 \
    die_w_um 103.5 \
    aoi_share_pct 2.333 \
    drtPass1Iterations 6 \
    ys_area_mm2 0.005149 \
    numSynthFlops 136 \
    worstSetupPathType "in2reg" \
    clock-sinks 136 \
    final_core_util_pct 61.61 \
]
[flip-flops by register name, summed over array words and instances (netlist names)]
| name | count |
|---|---|
| mem | 128 |
| data | 8 |
[final timing paths]
check / endpoint / slack, ns
hold / removal: data[4] / 0.77
setup reg to reg: data[3] / 2.08
hold reg to reg: data[4] / 0.77
setup / recovery: mem[1][2] / 1.16
[critical path, cell delays in order]
cell             delay (ns)
clkdlybuf4s50_1        0.55
inv_1                  0.23
or3_1                  0.44
nor2_1                 0.63
[area by class of cell]
type	count	area [µm²]
tap	133	166.4
clock inverter	11	83.83
sequential	136	4084
inverter	1	3.754
clock buffer	20	425.4
timing repair buffer	36	312.8
multi-input combinational	83	1001
fill	680	3787
[Yosys cell counts]
cell type  count  area [µm²]
clkbuf_1       2       7.510
mux4_2        32       720.7
nor3_1         4       20.02
nor2_1        13       48.80
nand3_1        1       5.000
buf_1          4       15.01
buf_2          2       10.01
clkbuf_2       1       5.000
edfxtp_1     136        4084
nand3b_1       2       15.01
nor2b_1        2       12.51
nand2b_1       2       12.51
a22oi_1       16       120.1
and2_1         1       6.260
or3_1          1       6.260
nand2_1        9       33.78
buf_6          2       22.52
inv_1          1       3.750
[placed cells by master (no fill, tap or decap), drive strengths merged]
cell and n:
nor2b 2, nor3 4, edfxtp 136, inv 1, or3 1, clkinvlp 2, clkdlybuf4s50 19, nand2b 2
buf 17, a22oi 16, nand3b 2, nor2 13, mux4 32, clkinv 8, nand3 1, bufinv 1
nand2 9, clkbuf 20, and2 1
[power by group through the flow]
stage / combinational [mW] / sequential, mW / clock, mW
finish: 0.172 / 1.80 / 1.48
global route: 0.190 / 1.80 / 1.57
CTS: 0.175 / 1.80 / 1.50
[logic make-up after synthesis]
family,count (synthesis)
AOI/OAI and AO/OA,16
buffers and inverters,12
DFF,136
muxes,32
and+or+nand+nor,35
[layer usage]
layer | routed length (µm) | vias up | part of all wire, % | global-route usage (%)
met1 | 3972 | 1188 | 41 | 38.09
met3 | 1312 | 4 | 13 | 14.96
li1 | - | 1060 | - | -
met5 | 0 | - | 0 | 0
met2 | 4442 | 123 | 45 | 30.11
met4 | 57 | 0 | 0.58 | 2.275
[per-stage QoR]
step | power (mW) | setup slack (ns)
2_1_floorplan | 1.914 | 1.394
3_3_place_gp | 2.000 | 0.5627
3_5_place_dp | 2.002 | 0.6022
4_1_cts | 3.470 | 1.140
5_1_grt | 3.561 | 1.037
6_report | 3.444 | 1.163
Power and IR drop assume default switching activity.
